`config.mk`:
```
export PLATFORM = sky130hd
export DESIGN_NAME = speed_control
export DESIGN_NICKNAME = speed_control
export VERILOG_FILES = /design/flow/design.v
export SDC_FILE = /design/flow/constraint.sdc
export NUM_CORES = 4
export LEC_CHECK = 1
export CORE_UTILIZATION = 30
```
`constraint.sdc`:
```
current_design speed_control

set clk_period 6.3
set clk_io_pct 0.2

create_clock -name clk0 -period $clk_period [get_ports {clk}]

set non_clock_inputs [all_inputs -no_clocks]
set_input_delay [expr $clk_period * $clk_io_pct] -clock clk0 $non_clock_inputs
set_output_delay [expr $clk_period * $clk_io_pct] -clock clk0 [all_outputs]
```
`design.v`:
```
`default_nettype none
module 
picoblaze_template
#(
parameter clk_freq_in_hz = 25000000
) (
				output reg led_0,
				output reg[7:0] led,
				input clk,
				input [7:0] input_data,
			   input interrupt_flag
			     );
wire[9:0]  address;
wire[17:0]  instruction;
wire[7:0]  port_id;
wire[7:0]  out_port;
reg[7:0]  in_port;
wire  write_strobe;
wire  read_strobe;
wire  interrupt_ack;
wire  kcpsm3_reset;
reg interrupt;
reg[26:0] int_count;
reg event_1hz;
reg        lcd_rw_control;
reg[7:0]   lcd_output_data;
pacoblaze3 led_8seg_kcpsm
(
                  .address(address),
               .instruction(instruction),
                   .port_id(port_id),
              .write_strobe(write_strobe),
                  .out_port(out_port),
               .read_strobe(read_strobe),
                   .in_port(in_port),
                 .interrupt(interrupt),
             .interrupt_ack(interrupt_ack),
                     .reset(kcpsm3_reset),
                       .clk(clk));
 wire [19:0] raw_instruction;
	pacoblaze_instruction_memory 
	pacoblaze_instruction_memory_inst(
     	.addr(address),
	    .outdata(raw_instruction)
	);
	always @ (posedge clk)
	begin
	      instruction <= raw_instruction[17:0];
	end
    assign kcpsm3_reset = 0;                       
  always @ (posedge clk)
  begin
      if (int_count==(clk_freq_in_hz-1))  
		begin
         int_count <= 0;
         event_1hz <= 1;
      end else
		begin
         int_count <= int_count + 1;
         event_1hz <= 0;
      end
 end
 always @ (posedge clk or posedge interrupt_ack)   
 begin
      if (interrupt_ack)  
            interrupt <= 0;
      else
		begin 
		      if (interrupt_flag)    
      		      interrupt <= 1;
          		else
		            interrupt <= interrupt;
      end
 end
 always @ (posedge clk)
 begin
    case (port_id[7:0])
        8'h0:    in_port <= input_data;
        default: in_port <= 8'bx;
    endcase
end
  always @ (posedge clk)
  begin
        if (write_strobe & port_id[7])   
          led <= out_port;
        if (write_strobe & port_id[4])   
          led_0 <= out_port;
  end
endmodule
module speed_control (
					clk,
					speed_up_event,
					speed_down_event,
					speed_reset_event,
					clk_div_out
);
	input clk;
	input speed_up_event;
	input speed_down_event;
	input speed_reset_event;
	output reg [31:0] clk_div_out = 32'h266;
	always_ff @(posedge clk) begin
		if(speed_up_event)
			clk_div_out <= clk_div_out - 32'h1;
		else if(speed_down_event)
			clk_div_out <= clk_div_out + 32'h1;
		else if(speed_reset_event)
			clk_div_out <= 32'h266;
	end
endmodule
```
`run.sh`:
```
#!/bin/bash
# OpenROAD 26Q1-2900-gdf79404cd8, Yosys 0.63+post, stock flow scripts
make -C /OpenROAD-flow-scripts/flow DESIGN_CONFIG=/design/flow/config.mk WORK_HOME=/design/flow/orfs finish
```
==> flow report <==
OUTCOME
--------------------------------------------------------------------------------
Run status                                                          finished clean

ROUTE
--------------------------------------------------------------------------------
Ant diodes                                                                     0
Detailed router's first-iteration violation count                            176
Residual DRC count                                                             0
First drt pass iteration count                                                 4
Number of nets still failing antenna checks after routing                      0
Total vias in the final route                                               2173
Via-to-Cell Ratio                                                           5.37
Final Routed Wirelength                                                  6300 um
Wirelength per Cell                                                      15.6 um

CLOCKING
--------------------------------------------------------------------------------
Skew-Pair Late Insertion Delay                                           0.28 ns
Clock-pin slew on the worst setup and hold paths                         0.07 ns
CTS buffer count                                                               5
Post-CTS Setup Inserts                                                         0
CTS sink cnt                                                                  32
Number of buffers added to fix hold violations after cts                       0
H-tree depth                                                                   2
Clock tree root driver cell                                         sky130_fd_sc_hd__clkbuf_8
Maximum count of clock buffers along a single path                             2
Number of gates given a new drive strength after cts                           0
TritonCTS clock tree                                                         yes

FINISH
--------------------------------------------------------------------------------
Largest registers                                                   clk_div_out x32
Fraction of layout instances using a drive strength above 1                5.33%
Flip-flop count of the largest register after layout                          32
Logic area                                                           0.00142 mm2
Storage element area                                                     961 um2
Fill cells                                                                   816
Largest register by flop count                                       clk_div_out
Growth of design area from synthesis to finish                             17.5%

STA
--------------------------------------------------------------------------------
Slew @ Worst Pin                                                        0.668 ns
Worst-case hold slack                                                   0.734 ns
Slew Limit Fails                                                               0
Crit path setup slack, layout                                            3.21 ns
Setup repair after global routing missed its margin                        false
Fmax achieved                                                          0.324 GHz
Final-layout setup total negative slack                                     0 ns
Fraction of the cycle the final worst path needs                           49.0%
Final setup violation count                                                    0
Clock tree skew after final layout                                    0.00442 ns
Final hold violation count                                                     0
Relative max-transition margin                                             55.3%
Min Tclk post-route                                                      3.09 ns

FLOORPLANNING
--------------------------------------------------------------------------------
Ports                                                                         36
Placement row count                                                           33
Die Width                                                                94.2 um
Core Footprint                                                       0.00822 mm2
Total die size                                                       0.00887 mm2
Vertical extent of the die                                               94.2 um
Core Density at Floorplan                                                  31.0%

POWER AND IR DROP
--------------------------------------------------------------------------------
Static leakage                                                          0.870 nW
Total Power Consumption                                                   760 uW
IR drop worst, VDD                                                       86.6 uV
Pwr Density                                                           254 mW/mm2

SYNTHESIS
--------------------------------------------------------------------------------
Netlist Area Pre-Place                                               0.00255 mm2
Synthesized area per cell                                               8.92 um2
Cell type with the highest aggregate area in the netlist            sky130_fd_sc_hd__edfxtp_1
Share of async-settable or async-resettable flops after synthesis             0%
Top cells by area, synth                                            sky130_fd_sc_hd__edfxtp_1 38%, sky130_fd_sc_hd__xnor2_1 14%, sky130_fd_sc_hd__o22ai_1 5.9%
Count of library flops with an enable pin                                     32
Area share, top type                                                       37.7%
Share of the yosys chip area belonging to registers                        37.7%
Syn Inst Count                                                               286
Most frequently used flop master after synthesis                    sky130_fd_sc_hd__edfxtp_1
Distinct cells, synth                                                         39
Yosys chip area                                                      0.00255 mm2
Most frequently used cell type in the post-synthesis netlist        sky130_fd_sc_hd__xnor2_1
Number of cell instances after yosys synthesis                               286
Number of warning messages in the yosys log                                    1
Synth Register Bits                                                           32
Commonest cells in the netlist                                      40 x sky130_fd_sc_hd__xnor2_1, 32 x sky130_fd_sc_hd__edfxtp_1, 27 x sky130_fd_sc_hd__clkbuf_1

GRT
--------------------------------------------------------------------------------
Maximum number of pins on one net before global-route repair                  30
Sum of overflow across all layers after global routing                         0
GRT Total Usage                                                            15.3%
Antenna violations before repair                                               0
Number of global-route vias before repair                                   2031
Global-route wire length before repair                                  10400 um

SETUP PATH
--------------------------------------------------------------------------------
Crit Path Max Fanout                                                          18
Worst Setup Path Type                                               primary input to register
Endpoint type of the worst setup path                                   register
WP data required                                                         6.26 ns
Data arrival, critical path                                              3.05 ns
Critical path startpoint category                                   primary input

PLACED DESIGN
--------------------------------------------------------------------------------
Post-Place Setup Slack                                                   2.91 ns
Hpwl dp                                                                  4230 um
Placer congestion estimate                                                 0.816
Input/output buffers                                                          35

JOB
--------------------------------------------------------------------------------
Maximum Capacitance Violations                                                 0
Number of OpenROAD warnings                                                   26

WORST HOLD PATH
--------------------------------------------------------------------------------
Hold/Removal Path Class                                             register to register

==> power by group <==
group / total, mW / internal (mW) / leakage [nW] / switching (mW)
combinational: 0.219 / 0.136 / 0.478 / 0.0829
clock: 0.152 / 0.0769 / 0.0399 / 0.0752
sequential: 0.389 / 0.288 / 0.353 / 0.100
==> worst max-delay path, cell delays in order <==
cell	delay [ns]
sky130_fd_sc_hd__clkdlybuf4s50_1	0.79
sky130_fd_sc_hd__or3_1	0.60
sky130_fd_sc_hd__buf_4	0.38
==> final timing paths <==
kind,slack [ns],end,start,cells past startpoint
worst min-delay path,0.73,clk_div_out[30],clk_div_out[30],2
worst min register to register,0.73,clk_div_out[30],clk_div_out[30],2
worst max register to register,3.46,clk_div_out[28],clk_div_out[0],7
worst max-delay path,3.21,clk_div_out[19],speed_up_event,3
==> final cells by class <==
cell class	count	share of cell area (%)
clock buffers	7	2.55
flip-flops and latches	32	32.1
inverters	8	1.00
repair buffers	38	12.4
well taps	105	4.39
clock inverters	1	0.125
multi-input cells	214	47.4
==> metrics by stage <==
step | util, % | instance area [um2] | instances
finish | 36.5 | 3000 | 405
global route | 36.5 | 3000 | 405
CTS | 36.5 | 3000 | 405
detailed placement | 35.5 | 2920 | 397
global placement | 35.5 | 2920 | 397
floorplan | - | 2550 | 286
==> layout by cell type (no fill, tap or decap), types with 2 or more instances in the layout <==
master | synthesis | final
sky130_fd_sc_hd__nor4_1 | 13 | 13
sky130_fd_sc_hd__nand4_1 | 9 | 9
sky130_fd_sc_hd__a32oi_1 | 2 | 2
sky130_fd_sc_hd__o21ai_0 | 7 | 7
sky130_fd_sc_hd__or3_1 | 3 | 3
sky130_fd_sc_hd__and4_1 | 5 | 5
sky130_fd_sc_hd__o22ai_1 | 24 | 24
sky130_fd_sc_hd__nor3_1 | 20 | 20
sky130_fd_sc_hd__clkdlybuf4s50_1 | 0 | 35
sky130_fd_sc_hd__nand3b_1 | 2 | 2
sky130_fd_sc_hd__clkbuf_1 | 27 | 2
sky130_fd_sc_hd__xnor2_1 | 40 | 40
sky130_fd_sc_hd__nand2_1 | 18 | 18
sky130_fd_sc_hd__a21oi_1 | 4 | 4
sky130_fd_sc_hd__or4_1 | 4 | 4
sky130_fd_sc_hd__nor2_1 | 20 | 20
sky130_fd_sc_hd__nand3_1 | 9 | 9
sky130_fd_sc_hd__nor2b_1 | 2 | 2
sky130_fd_sc_hd__and3_1 | 3 | 3
sky130_fd_sc_hd__ha_1 | 2 | 2
sky130_fd_sc_hd__nor4_2 | 5 | 5
sky130_fd_sc_hd__o21a_1 | 2 | 2
sky130_fd_sc_hd__inv_1 | 8 | 8
sky130_fd_sc_hd__edfxtp_1 | 32 | 32
sky130_fd_sc_hd__clkbuf_8 | 0 | 5
sky130_fd_sc_hd__xor2_1 | 7 | 7
sky130_fd_sc_hd__buf_4 | 0 | 3
==> per-layer routing <==
metal | track usage [%] | wire length [um] | vias up
met5 | 0 | 0 | -
met4 | 2.31 | 53 | 0
met3 | 4.44 | 454 | 8
met2 | 22.1 | 2760 | 70
met1 | 23.5 | 3030 | 1016
li1 | - | - | 1079
==> logic make-up (layout without fill, tap and decap cells) <==
kind of cell	after synthesis	in the layout	share of synthesized area (%)
AND-OR/OR-AND	44	44	10.9
AND/OR/NAND/NOR	121	121	27.7
adder cells (fa/ha/maj)	2	2	0.981
flip-flops	32	32	37.7
XOR/XNOR	47	47	16.1
buffers and inverters	40	54	6.62
Power figures rest on the tool's default switching activity, not on a simulated workload.
