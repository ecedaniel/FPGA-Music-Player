==> design.v <==
`default_nettype none
module 
picoblaze_template
#(
parameter clk_freq_in_hz = 25000000
) (
				output reg led_0,
				output reg[7:0] led,
				input clk,
				input [7:0] input_data,
			   input interrupt_flag
			     );
wire[9:0]  address;
wire[17:0]  instruction;
wire[7:0]  port_id;
wire[7:0]  out_port;
reg[7:0]  in_port;
wire  write_strobe;
wire  read_strobe;
wire  interrupt_ack;
wire  kcpsm3_reset;
reg interrupt;
reg[26:0] int_count;
reg event_1hz;
reg        lcd_rw_control;
reg[7:0]   lcd_output_data;
pacoblaze3 led_8seg_kcpsm
(
                  .address(address),
               .instruction(instruction),
                   .port_id(port_id),
              .write_strobe(write_strobe),
                  .out_port(out_port),
               .read_strobe(read_strobe),
                   .in_port(in_port),
                 .interrupt(interrupt),
             .interrupt_ack(interrupt_ack),
                     .reset(kcpsm3_reset),
                       .clk(clk));
 wire [19:0] raw_instruction;
	pacoblaze_instruction_memory 
	pacoblaze_instruction_memory_inst(
     	.addr(address),
	    .outdata(raw_instruction)
	);
	always @ (posedge clk)
	begin
	      instruction <= raw_instruction[17:0];
	end
    assign kcpsm3_reset = 0;                       
  always @ (posedge clk)
  begin
      if (int_count==(clk_freq_in_hz-1))  
		begin
         int_count <= 0;
         event_1hz <= 1;
      end else
		begin
         int_count <= int_count + 1;
         event_1hz <= 0;
      end
 end
 always @ (posedge clk or posedge interrupt_ack)   
 begin
      if (interrupt_ack)  
            interrupt <= 0;
      else
		begin 
		      if (interrupt_flag)    
      		      interrupt <= 1;
          		else
		            interrupt <= interrupt;
      end
 end
 always @ (posedge clk)
 begin
    case (port_id[7:0])
        8'h0:    in_port <= input_data;
        default: in_port <= 8'bx;
    endcase
end
  always @ (posedge clk)
  begin
        if (write_strobe & port_id[7])   
          led <= out_port;
        if (write_strobe & port_id[4])   
          led_0 <= out_port;
  end
endmodule
module myclockdivider(input inclk, input [31:0] div_clk_count, input Reset, output reg outclk, output wire outclk_Not);
	reg [31:0] counter = 0;
	always @(posedge inclk) begin
		if (Reset) begin
			counter <= 0;
			outclk <= 0;
		end
		else if (counter >= div_clk_count) begin  
			counter <= 0;			 
			outclk <= ~outclk;	 
		end
		else begin					 
		counter <= counter + 1;
		end
	end
endmodule
==> run.sh <==
#!/bin/bash
# OpenROAD 26Q1-2900-gdf79404cd8, Yosys 0.63+post, stock flow scripts
make -C /OpenROAD-flow-scripts/flow DESIGN_CONFIG=/design/flow/config.mk WORK_HOME=/design/flow/orfs finish
==> config.mk <==
export PLATFORM = sky130hd
export DESIGN_NAME = myclockdivider
export DESIGN_NICKNAME = myclockdivider
export VERILOG_FILES = /design/flow/design.v
export SDC_FILE = /design/flow/constraint.sdc
export NUM_CORES = 4
export LEC_CHECK = 1
export CORE_AREA = 10 10 114 114
export DIE_AREA = 0 0 124 124
==> constraint.sdc <==
current_design myclockdivider

set clk_period 6.7
set clk_io_pct 0.2

create_clock -name clk0 -period $clk_period [get_ports {inclk}]

set non_clock_inputs [all_inputs -no_clocks]
set_input_delay [expr $clk_period * $clk_io_pct] -clock clk0 $non_clock_inputs
set_output_delay [expr $clk_period * $clk_io_pct] -clock clk0 [all_outputs]
==> results.sh <==
# flow metrics
export IMPL_critPathMaxStageDelay_ns=0.45
export IMPL_ctsLongestPathBuffers=2
export IMPL_die_h_um=124
export IMPL_io_buffer_count=34
export IMPL_fmax_mhz=286
export IMPL_synth_seq_cells=33
export IMPL_tool_warnings=25
export IMPL_drive_gt1_share_pct=5.14
export IMPL_dpl_hpwl_mm=3.91
export IMPL_switching_share_pct=22.1
export IMPL_crit_required_ns=6.85
export IMPL_rsz0062_at_grt="no"
export IMPL_ys_warn_count=2
export IMPL_worst_ir_drop_vdd_uv=64.7
export IMPL_globalplace_congestion=0.777
export IMPL_dieArea_mm2=0.0154
export IMPL_ff_type="dfxtp_1"
export IMPL_instances_no_fill=447
export IMPL_grt_busiest_layer="met2"
export IMPL_clkTransAtPathRegs_ns=0.06
export IMPL_preCtsSetupSlack_ns=2.89
export IMPL_dieWidth_um=124
export IMPL_hold_viol_final=0
export IMPL_setup_ws_ns=3.20
export IMPL_viasPerCell=4.10
export IMPL_synth_area_mm2=0.00228
export IMPL_syn_to_final_growth_pct=23.3
export IMPL_setup_tns_ns=0
export IMPL_final_layout_top_logic_cells="nor2_1, inv_1, clkdlybuf4s50_1, ha_1, dfxtp_1"
export IMPL_insertedDiodeCount=0
export IMPL_lay_top_count="nor2_1"
export IMPL_cp_start_kind="input port"
export IMPL_core_mm2=0.0104
export IMPL_maxCapViolations=0
export IMPL_fp_util_pct=21.9
export IMPL_drt_initial_drc_count=69
export IMPL_setup_viol=0
export IMPL_ys_seq_share_pct=28.9
export IMPL_power_switching_uw=84.5
export IMPL_p_leak_uw=0.00124
export IMPL_end_kind="register"
export IMPL_antenna_found_initial=0
export IMPL_grt_start_max_net_pins=33
export IMPL_powerDensity_mw_per_mm2=136
export IMPL_grtUsageMet3_pct=2.11
export IMPL_cts_buffers=5
export IMPL_clk_latency_ns=0.28
export IMPL_comb_power_share_pct=11.6
export IMPL_grt_usage_pct=6.28
export IMPL_path_cells="clkdlybuf4s50_1 -> inv_1 -> ha_1 -> nand4_1 -> or3_1 -> nand3b_1 -> a31o_2 -> nand3b_4 -> nor2_1"
export IMPL_cts_tree="yes"
export IMPL_crit_slowest_cell="clkdlybuf4s50_1"
export IMPL_numClockSinks=33
export IMPL_synthDistinctLibCells=37
export IMPL_synth_stat_cells=276
export IMPL_wire_per_inst_um=10.6
export IMPL_grt_use_met2_pct=9.93
export IMPL_internal_power_uw=299
export IMPL_fin_crit_sh_pct=52.2
export IMPL_p_seq_share_pct=52.0
export IMPL_cts_hold_buffers=0
export IMPL_hp_class="reg -> reg"
export IMPL_arrival_ns=3.65
export IMPL_fillers=1094
export IMPL_ys_async_sr_fraction_pct=0
export IMPL_grt_pass1_vias=1766
export IMPL_route_detailed_drc=0
export IMPL_edf_count=0
export IMPL_status="completed"
export IMPL_num_vias=1832
export IMPL_syn_area_per_cell_um2=8.27
export IMPL_grtUsageMet1_pct=8.40
export IMPL_clockRootBuffer="clkbuf_8"
export IMPL_rows=37
export IMPL_finalCriticalPeriod_ns=3.50
export IMPL_post_cts_buffers=0
export IMPL_placedCellCount=439
export IMPL_placed_area_mm2=0.00274
export IMPL_finalMaxSlewViolations=0
export IMPL_criticalPathCategory="in -> reg"
export IMPL_final_cell_area_mm2=0.00282
export IMPL_grt_first_pass_wirelength_mm=8.00
export IMPL_ios=36
export IMPL_dr_pass1_iters=4
export IMPL_routed_wl_mm=4.73
export IMPL_antenna_left=0
export IMPL_ctsResizeCount=0
export IMPL_p_clk_share_pct=36.4
export IMPL_skew_ns=0.00395
export IMPL_critPathMaxFanout=32
export IMPL_cts_max_level=2
export IMPL_yosys_area_mm2=0.00228
export IMPL_grt_overflow_total=0
export IMPL_syn_inst=276
==> worst max-delay path: cells and delay by family <==
family	cells	cell delay (ns)
simple gates	5	1.24
buf+inv	2	0.50
fa+ha+maj	1	0.29
compound gates	1	0.27
==> synthesized netlist by cell type, types with 3 or more instances <==
cell / n / share of area, %
xnor2_1: 17 / 6.5
ha_1: 33 / 18
nand2_1: 19 / 3.1
xor2_1: 13 / 5.0
and3_1: 5 / 1.4
o21ai_0: 6 / 1.3
nor3_1: 6 / 1.3
nor2_1: 38 / 6.2
dfxtp_1: 33 / 29
a21oi_1: 13 / 2.8
nor2_2: 4 / 1.1
and4_1: 3 / 1.2
buf_6: 3 / 1.5
nand4_1: 7 / 1.9
inv_1: 37 / 6.1
nand3_1: 11 / 2.4
==> per-stage QoR <==
| stage | hold slack, ns | total power (µW) | util [%] |
|---|---|---|---|
| after floorplan | 0.426 | 227 | - |
| after global placement | 0.447 | 248 | 26.3 |
| after detailed placement | 0.451 | 249 | 26.3 |
| after global routing | 0.484 | 402 | 27.0 |
| final | 0.456 | 383 | 27.0 |
| after CTS | 0.465 | 388 | 27.0 |
==> cells by family (layout without fill, tap and decap cells) <==
logic type,Yosys count,after routing,synth area share (%)
other cells,1,1,0.164
fa+ha+maj,33,33,18.1
buf+inv,44,79,8.60
simple gates,110,110,25.8
compound gates,24,24,6.25
flops,33,33,28.9
xor+xnor,30,30,11.5
mux,1,1,0.657
==> per-layer routing <==
layer	part of all wire, %	vias to the layer above
met2	43	29
met4	1.8	0
met3	7.2	5
met1	48	814
li1	-	984
met5	0	-
==> flip-flops by register name, indices dropped and copies added, names as in the netlist <==
signal   cells
counter     32
outclk       1
==> area by class of cell <==
type / count / area (µm²) / share of cell area [%]
timing repair buffer: 34 / 340 / 12.1
clock buffer: 8 / 80.1 / 2.84
sequential: 33 / 661 / 23.5
inverter: 37 / 139 / 4.93
tap: 136 / 170 / 6.04
multi-input combinational: 199 / 1430 / 50.6
==> final timing paths <==
| kind | slack (ns) | endpoint | depth (start not counted) | start |
|---|---|---|---|---|
| worst max-delay path | 3.20 | counter[12] | 9 | div_clk_count[29] |
| worst min-delay path | 0.46 | counter[0] | 1 | counter[0] |
| worst max register to register | 4.38 | counter[12] | 7 | counter[29] |
| worst min register to register | 0.46 | counter[0] | 1 | counter[0] |
==> power groups by stage <==
stage / registers, µW / logic [µW] / clock network, µW
6_report: 199 / 44.6 / 139
4_1_cts: 199 / 45.4 / 143
5_1_grt: 200 / 50.5 / 152
Power is estimated from default activity; no workload was simulated.
