**design/flow/run.sh**
```bash
#!/bin/bash
# OpenROAD 26Q1-2900-gdf79404cd8, Yosys 0.63+post, stock flow scripts
make -C /OpenROAD-flow-scripts/flow DESIGN_CONFIG=/design/flow/config.mk WORK_HOME=/design/flow/orfs finish
```
**design/flow/design.v**
```verilog
`default_nettype none
module 
picoblaze_template
#(
parameter clk_freq_in_hz = 25000000
) (
				output reg led_0,
				output reg[7:0] led,
				input clk,
				input [7:0] input_data,
			   input interrupt_flag
			     );
wire[9:0]  address;
wire[17:0]  instruction;
wire[7:0]  port_id;
wire[7:0]  out_port;
reg[7:0]  in_port;
wire  write_strobe;
wire  read_strobe;
wire  interrupt_ack;
wire  kcpsm3_reset;
reg interrupt;
reg[26:0] int_count;
reg event_1hz;
reg        lcd_rw_control;
reg[7:0]   lcd_output_data;
pacoblaze3 led_8seg_kcpsm
(
                  .address(address),
               .instruction(instruction),
                   .port_id(port_id),
              .write_strobe(write_strobe),
                  .out_port(out_port),
               .read_strobe(read_strobe),
                   .in_port(in_port),
                 .interrupt(interrupt),
             .interrupt_ack(interrupt_ack),
                     .reset(kcpsm3_reset),
                       .clk(clk));
 wire [19:0] raw_instruction;
	pacoblaze_instruction_memory 
	pacoblaze_instruction_memory_inst(
     	.addr(address),
	    .outdata(raw_instruction)
	);
	always @ (posedge clk)
	begin
	      instruction <= raw_instruction[17:0];
	end
    assign kcpsm3_reset = 0;                       
  always @ (posedge clk)
  begin
      if (int_count==(clk_freq_in_hz-1))  
		begin
         int_count <= 0;
         event_1hz <= 1;
      end else
		begin
         int_count <= int_count + 1;
         event_1hz <= 0;
      end
 end
 always @ (posedge clk or posedge interrupt_ack)   
 begin
      if (interrupt_ack)  
            interrupt <= 0;
      else
		begin 
		      if (interrupt_flag)    
      		      interrupt <= 1;
          		else
		            interrupt <= interrupt;
      end
 end
 always @ (posedge clk)
 begin
    case (port_id[7:0])
        8'h0:    in_port <= input_data;
        default: in_port <= 8'bx;
    endcase
end
  always @ (posedge clk)
  begin
        if (write_strobe & port_id[7])   
          led <= out_port;
        if (write_strobe & port_id[4])   
          led_0 <= out_port;
  end
endmodule
module address_control (
							input clk,							
							input clk_synced,					 
							input flash_reader_finished,	 
							input start,						 
							input FWD,							 
							input R,								 
							input [31:0] data_in,			 
							output start_next_flash,		 
							output read,						
							output finish,
							output reg [3:0] byteenable,
							output reg [7:0] data_out,		 
							output reg [22:0] address
);
	reg [6:0] state;
	parameter idle					= 7'b0000_000;  
	parameter readflash			= 7'b0001_110;  
	parameter handle_read1		= 7'b0010_000;  
	parameter wait_read1 		= 7'b0011_000;  
	parameter handle_read2		= 7'b0100_000;  
	parameter wait_read2			= 7'b0101_000;  
	parameter check_operation  = 7'b0110_000;  
	parameter inc_addr			= 7'b0111_000;  
	parameter dec_addr			= 7'b1000_000;  
	parameter finished			= 7'b1001_001;  
	assign read = state[2];
	assign start_next_flash = state[1];
	assign finish = state[0];
	always_ff @(posedge clk) begin
		case(state)
		idle: 
		if (start)
			state <= readflash;
		readflash:
		if (flash_reader_finished)
			state <= handle_read1;
		handle_read1:
		if (clk_synced)
			state <= wait_read1;
		wait_read1:
		state <= handle_read2;
		handle_read2:
		if (clk_synced)
			state <= wait_read2;
		wait_read2:
		state <= check_operation;
		check_operation:
		if (FWD == 1)
			state <= inc_addr;
		else
			state <= dec_addr;
		inc_addr:
		state <= finished;
		dec_addr:
		state <= finished;
		finished:
		state <= idle;
		default: state <= idle;
		endcase
	end
	always_ff @(posedge clk) begin
		case(state)
		wait_read1: 
		if (FWD)
			data_out <= data_in[15:8];
		else
			data_out <= data_in[31:24];
		wait_read2:
		if (FWD)
			data_out <= data_in[31:24];
		else
			data_out <= data_in[15:8];
		inc_addr:
		if (address > 23'h7FFFF)
			address <= 23'h00000000000000000000000;
		else
			address <= address + 23'h00000000000000000000001;
		dec_addr:
	   if (address == 23'h00000000000000000000000)
			address <= 23'h7FFFF;
		else
			address <= address - 23'h00000000000000000000001;
		endcase
	end
endmodule
```
**design/flow/config.mk**
```make
export PLATFORM = sky130hd
export DESIGN_NAME = address_control
export DESIGN_NICKNAME = address_control
export VERILOG_FILES = /design/flow/design.v
export SDC_FILE = /design/flow/constraint.sdc
export NUM_CORES = 4
export LEC_CHECK = 1
export CORE_UTILIZATION = 50
```
**design/flow/constraint.sdc**
```tcl
current_design address_control

set clk_period 6.5
set clk_io_pct 0.2

create_clock -name clk0 -period $clk_period [get_ports {clk}]

set non_clock_inputs [all_inputs -no_clocks]
set_input_delay [expr $clk_period * $clk_io_pct] -clock clk0 $non_clock_inputs
set_output_delay [expr $clk_period * $clk_io_pct] -clock clk0 [all_outputs]
```
==> GITHUB_STEP_SUMMARY <==
## Synthesis and layout report

| Metric | Value |
|---|---|
| Mean number of vias per cell | 5.89 |
| Remaining Overflow, GRT | 0 |
| Final hold slack | 662 ps |
| P_leak | 1.09 nW |
| Htree depth | 2 |
| # diodes | 0 |
| Critical path class | reg -> reg |
| Fin util | 64.8% |
| Hold_buf cts | 0 |
| Number of global-route vias before repair | 2101 |
| CP Capture Type | flip-flop |
| Yosys cell types | 62 |
| Post_cts resized | 0 |
| Yosys cell count | 291 |
| Tool warnings | 45 |
| Slew @ Worst Pin | 872 ps |
| Max Freq | 0.342 GHz |
| Simple Share, Synth | 25.3% |
| Hold path startpoint | state[6]$_DFFE_PP_ |
| Worst hold-check path type | reg -> reg |
| Share of cells above drive strength 1 | 8.71% |
| Final TNS setup | 0 ps |
| Critical Path Source | state[5]$_DFFE_PP_ |
| Max-slew violation count | 0 |
| Root Buffer | clkbuf_8 |
| Die Width | 75.9 µm |
| Overall routed net length | 6610 µm |
| Buf/Inv on CP | 0 |
| Port Buffers | 54 |
| Number of max-cap violations | 0 |
| CTS tree | yes |
| Vias | 2372 |
| Syn avg cell area | 9.37 µm² |
| Worst path required time | 6620 ps |
| Final Hold Fails | 0 |
| Status | complete, no violations |
| CP Launch Type | flip-flop |
| First-pass GRT wire length | 10500 µm |
| Total GRT Usage | 25.4% |
| Final Skew | 6.93 ps |
| Top-area cell share | 40.7% |
| Flip-flops with a built-in enable | 37 |
| CTS Buffer Depth | 2 |
| Synth area leaders | edfxtp_1, xnor2_1, nor3_1 |
| Normalized max-slew margin | 41.5% |
| Post-synth seq share | 40.7% |
| Site Rows | 26 |
| Chip height | 75.9 µm |
| Critical Path Max Stage Delay | 720 ps |
| FF-to-FF setup slack | 3570 ps |
| Total power | 0.000924 W |
| Clock latency (worst-skew pair) | 290 ps |
| Final setup viols | 0 |
| DRC violation count after routing | 0 |
| WP data arrival | 3040 ps |
| Pre-Place Util | 52.7% |
| Crit path max-delay family | simple AND/OR/NAND/NOR gates |
| CTS sink cnt | 37 |
| AO/OA Area Share | 17.0% |
| RSZ-0062 raised after global routing | false |
| Warnings from Yosys | 5 |
| Clock transition at path regs | 70 ps |
| CTS buffer count | 5 |
| Mux area share | 3.30% |
| Area grow syn2layout | 22.9% |
| First-pass DRT Iterations | 4 |
| Wire length per cell | 16.4 µm |
| Synth Register Bits | 37 |
| Adder Area Share | 1.38% |
| Largest net degree at the start of global routing | 24 |
| Mapped Area | 0.00273 mm² |
| # IOs | 76 |
| Initial drt markers | 172 |
| Ys flop type | edfxtp_1 |
| Yosys top cell by area | edfxtp_1 |
| Post-CTS setup buffer count | 0 |
| Ys async rst share | 0% |
| Post-Syn Instances | 291 |
| Maximum fanout along the worst path | 18 |
| Gpl congestion | 0.903 |
| Core area | 0.00517 mm² |
| Power density over cell area | 276 mW/mm² |
| Initial antenna violation count | 0 |
| Xor-xnor portion of the synthesized cell area | 5.78% |
| Final period util | 45.0% |
| Main logic family | simple AND/OR/NAND/NOR gates |
| Max VDD drop | 0.000247 V |
| Critical R2R Launch | state[5]$_DFFE_PP_ |
| Slowest CP cell | nor4b_1 |
| Crit path cell chain | nor4b_1 -> and2_1 -> nand3_1 -> a22oi_1 |
| Chip area | 0.00575 mm² |
| ANT nets after route | 0 |
| DP Wirelength | 4530 µm |
| Chip area in the Yosys report | 0.00273 mm² |
| Min cycle time layout | 2930 ps |
==> layout by cell type, fill, tap and decap left out, types with 5 or more instances in the layout <==
cell type | netlist | layout
edfxtp_1 | 37 | 37
nand2_1 | 20 | 20
nor4_1 | 5 | 5
xnor2_1 | 12 | 12
a21oi_1 | 9 | 9
xor2_1 | 6 | 6
mux2_2 | 8 | 8
nor3_1 | 18 | 18
nand3_1 | 16 | 16
o21ai_0 | 16 | 16
clkbuf_8 | 0 | 5
inv_1 | 9 | 9
o21ai_1 | 8 | 8
clkdlybuf4s50_1 | 0 | 54
and3_1 | 6 | 6
nor2_1 | 18 | 18
==> layer usage <==
layer	up-vias	GRT usage (%)	share of wire, %
met2	109	34.6	41
li1	1187	-	-
met5	-	0	0
met1	1069	45.3	49
met4	0	3.70	1.0
met3	7	4.02	8.6
==> sequential cells by signal, summed over array words and instances (netlist names) <==
signal,flops
address,23
data_out,8
state,6
==> synthesized netlist by cell type (8+ instances only) <==
cell type / n
a21oi_1: 9
nor2_1: 18
edfxtp_1: 37
nor3_1: 18
o21ai_0: 16
o21ai_1: 8
nand3_1: 16
xnor2_1: 12
clkbuf_1: 9
mux2_2: 8
nand2_1: 20
inv_1: 9
==> worst paths after layout <==
path / to / cells after the start
worst min register to register: state[5]$_DFFE_PP_ / 1
worst min-delay path: state[5]$_DFFE_PP_ / 1
worst max register to register: address[0]$_DFFE_PP_ / 4
worst max-delay path: address[0]$_DFFE_PP_ / 4
==> final cells by class <==
class                      count  area (µm²)
timing repair buffer          56         556
inverter                       9        33.8
multi-input combinational    223        1450
clock inverter                 3        41.3
sequential                    37        1110
tap                           70        87.6
fill                         401        1820
clock buffer                   5        68.8
==> power by group <==
part           switching [W]  leakage, nW  internal, W
Sequential         0.0000921        0.351     0.000337
Combinational       0.000133        0.688     0.000166
Clock              0.0000823       0.0518     0.000113
==> through the flow <==
| stage | instance area [µm²] | std cells | setup WS (ps) |
|---|---|---|---|
| detailed placement | 3240 | 395 | 3250 |
| floorplan | 2740 | 294 | 3960 |
| finish | 3350 | 403 | 3570 |
| CTS | 3350 | 403 | 3570 |
| global route | 3350 | 403 | 3420 |
| global placement | 3240 | 395 | 3310 |
==> cell families after synthesis <==
group           count (synthesis)
compound gates                 70
xor+xnor                       18
fa+ha+maj                       3
buf+inv                        34
flops                          37
mux                             8
other cells                     1
simple gates                  120
No activity file was given, so power comes from the tool's default toggle rates.
